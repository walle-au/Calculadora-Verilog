===== design.v =====
module sevseg_two_digits(
    input  wire       clk,      
    input  wire       reset,    
    input  wire [3:0] ones,
    input  wire [3:0] tens,
    output reg  [6:0] seg,      
    output reg        dp,       
    output reg  [7:0] an        
);
    reg [16:0] divcnt;
    always @(posedge clk) begin
        if (reset) divcnt <= 0;
        else       divcnt <= divcnt + 1'b1;
    end
    wire sel = divcnt[16];  
    function [6:0] seven_of;
        input [3:0] n;
        case (n)
            4'd0: seven_of = 7'b1000000;  
            4'd1: seven_of = 7'b1111001;  
            4'd2: seven_of = 7'b0100100;  
            4'd3: seven_of = 7'b0110000;  
            4'd4: seven_of = 7'b0011001;  
            4'd5: seven_of = 7'b0010010;  
            4'd6: seven_of = 7'b0000010;  
            4'd7: seven_of = 7'b1111000;  
            4'd8: seven_of = 7'b0000000;  
            4'd9: seven_of = 7'b0010000;  
            default: seven_of = 7'b1111111;  
        endcase
    endfunction
    always @(posedge clk) begin
        if (reset) begin
            an  <= 8'b1111_1111;
            seg <= 7'b1111111;
            dp  <= 1'b1;
        end else begin
            dp <= 1'b1;  
            if (sel == 1'b0) begin
                an  <= 8'b1111_1110;      
                seg <= seven_of(ones);
            end else begin
                an  <= 8'b1111_1101;      
                seg <= seven_of(tens);
            end
        end
    end
endmodule

===== config.mk =====
export PLATFORM = sky130hd
export DESIGN_NAME = sevseg_two_digits
export DESIGN_NICKNAME = sevseg_two_digits
export VERILOG_FILES = /design/flow/design.v
export SDC_FILE = /design/flow/constraint.sdc
export NUM_CORES = 4
export LEC_CHECK = 1
export CORE_AREA = 10 10 98 98
export DIE_AREA = 0 0 108 108

===== run.sh =====
#!/bin/bash
# OpenROAD 26Q1-2900-gdf79404cd8, Yosys 0.63+post, stock flow scripts
make -C /OpenROAD-flow-scripts/flow DESIGN_CONFIG=/design/flow/config.mk WORK_HOME=/design/flow/orfs finish

===== constraint.sdc =====
current_design sevseg_two_digits

set clk_period 2.8
set clk_io_pct 0.2

create_clock -name clk0 -period $clk_period [get_ports {clk}]

set non_clock_inputs [all_inputs -no_clocks]
set_input_delay [expr $clk_period * $clk_io_pct] -clock clk0 $non_clock_inputs
set_output_delay [expr $clk_period * $clk_io_pct] -clock clk0 [all_outputs]

==> summary.txt <==
The flow completed. The run finished with clean final reports. Max-slew violation count landed at 0. Of all flip-flops after synthesis, the portion carrying an async set or reset was 0. Cts-stage hold buffer count landed at 0. Post-synthesis, Yosys gives the total cell area as 1490 sq um. Global placement routability congestion landed at 0.772. The detail route stage leaves a number of antenna-violating nets equal to 0.

Per the CTS log, the root buffer master is clkbuf_8. Area of the chip landed at 11700 sq um. Clock latency on the worst-skew pair landed at 0.26 ns.

The core region is 7650 sq um. For this run, the total global-route usage over all layers was measured as 0.0503. Share of the yosys chip area belonging to registers landed at 0.349. Final wirelength landed at 2960 um. Hold is met by 0.479 ns. The layout summary lists the proportion of cells stronger than drive strength 1 as 0.0714.

Register bit total from synthesis landed at 26. Number of max-capacitance violations reported landed at 0. Summed over all layers, the global routing overflow is 0. Routed length per instance landed at 10.4 um. Number of global-route vias before repair landed at 1050. Number of antenna violations at the first check in global routing landed at 0. Chip height landed at 108 um. The timing report gives the biggest stage delay along the critical path as 0.60 ns.

Max fanout on the critical path was recorded as 15. Buffer levels on the longest clock path landed at 2. Data on the critical path is required at its endpoint by 2.96 ns.

The synthesis report lists the Yosys warning total as 1. TritonCTS reports the number of clock sinks as 26. The worst setup path is of the in2reg kind.

Number of placement rows landed at 32. OpenROAD emitted warnings numbering 33. For this run, the detailed router's first-pass iteration total came to 4. Post-detailed-placement half-perimeter wirelength landed at 2300 um.

Number of setup violations in the final report landed at 0. The synthesis report lists the most area-consuming cells as dfxtp_1 35%, ha_1 9.2%, nor2b_1 5.0%, buf_4 3.5%, a21oi_1 3.4%. Post-layout instance area landed at 1800 sq um. Across the VDD grid, the largest voltage drop is 0.242 mV. The detailed router placed 1120 vias in this run. The worst path needs 1.84 ns of the cycle, external delays included. The number of clock buffers added by TritonCTS is 3.

The largest total area in the synthesized netlist belongs to dfxtp_1. Post-CTS resize count landed at 0. After technology mapping, the gate count stands at 167. After routing, the total negative slack on setup checks comes to 0 ns. Setup repair after global routing left no endpoint under its margin. The first global-routing pass estimated 4870 um of wire. STA classifies the critical path endpoint as a flip-flop.

Dividing total power by cell area gives a power density of 398 nW/um^2. According to the I/O placement log, the pin count is 26. Looking at the cell usage after synthesis, the top flip-flop cell is dfxtp_1. Per the OpenROAD floorplan log, the width of the die is 108 um. STA classifies the critical path startpoint as an input pin. Timing would allow up to 544 MHz. Core utilization before placement landed at 0.195. Number of cells in the yosys synthesis report landed at 167. The final timing report lists clock skew as 0.00252 ns. The report lists the cells along the critical path as clkdlybuf4s50_1 -> buf_4 -> nor2b_1 -> nand2_1 -> o22a_1. The most critical min-delay path falls under reg2reg. The timing report shows that the slowest cell on the worst path is clkdlybuf4s50_1.

Looking at the worst setup and hold paths, the clock pins of their registers show a slew of 0.08 ns. Antenna repair during routing inserted a diode count of 0. Ranking logic cells in the layout by count gives the top entries 26 x dfxtp_1, 18 x clkdlybuf4s50_1, 12 x nor2b_1. The area fraction of the largest cell type after synthesis is 0.349.

In this run the number of H-tree levels came out at 1. Leakage component of the power landed at 0.669 nW. Count of different cell masters after synthesis landed at 39. In the post-route analysis, the smallest setup slack over all paths is 0.961 ns. Per the placement log, port buffering inserted 18 buffers. Post-placement setup slack landed at 0.682 ns. For the worst setup path, the data arrival time is 2.00 ns. Area of the mapped netlist landed at 1490 sq um. Maximum number of pins on one net before global-route repair landed at 17. The library cell used most frequently in the layout, excluding fill and tap cells, is dfxtp_1. In this run the layout overhead on the synthesized area is reported as 20.6%. Dividing the detail-routed via count by the number of cells gives 3.94. TritonCTS built the clock tree.

The script parses the final routing iteration and logs DRC violations as 0. The number of setup buffers added after CTS is 0. A synthesized cell averages 8.93 sq um. The post-synth count of flops with an enable pin is 0. The final timing summary puts the cycle share of the worst path at 0.657. The post-placement cell area is 1740 sq um. The violation tally recorded at the end of detailed-routing iteration 0 is 52.

The final hold violation count recorded for this run is 0.
-- power breakdown --
part	switching, mW	internal, mW
logic	0.0428	0.0499
clock network	0.109	0.125
registers	0.00753	0.381
-- Yosys cell counts, drive strengths merged (3+ instances only) --
| master | count |
|---|---|
| a21oi | 10 |
| buf | 8 |
| clkbuf | 6 |
| dfxtp | 26 |
| ha | 11 |
| inv | 9 |
| mux2 | 5 |
| nand2 | 8 |
| nand2b | 4 |
| nand3 | 5 |
| nand4 | 4 |
| nor2 | 11 |
| nor2b | 12 |
| nor3 | 3 |
| nor4 | 6 |
| o21ai | 4 |
| o22a | 5 |
| o31ai | 4 |
| or2 | 3 |
| or4 | 4 |
-- stage by stage --
stage	utilization	instances	power (mW)
after floorplan	-	173	0.453
after global placement	0.228	280	0.491
after detailed placement	0.228	280	0.491
after CTS	0.235	284	0.727
after global routing	0.235	284	0.755
final	0.235	284	0.715
-- per-layer routing --
layer	share of wire	GRT usage	wire, um	vias up
met5	0	0	0	-
met4	0.0061	0.00382	18	0
met3	0.056	0.0193	166	2
met2	0.45	0.0806	1340	18
met1	0.48	0.0659	1430	501
li1	-	-	-	599
-- worst paths after layout --
kind	endpoint	depth (start not counted)	start	slack, ns
hold / removal	divcnt[0]$_SDFF_PP0_	1	divcnt[0]$_SDFF_PP0_	0.48
setup reg to reg	divcnt[13]$_SDFF_PP0_	3	divcnt[2]$_SDFF_PP0_	1.26
hold reg to reg	divcnt[0]$_SDFF_PP0_	1	divcnt[0]$_SDFF_PP0_	0.48
setup / recovery	seg[5]$_SDFF_PP1_	5	reset	0.96
-- area by class of cell --
cell class	count	area (sq um)
well taps	102	128
multi-input cells	124	873
repair buffers	19	188
flip-flops and latches	26	520
fillers	815	5850
clock buffers	4	55.1
inverters	9	33.8
-- cells by family (layout without fill, tap and decap cells) --
logic type / Yosys count / in the layout / synth area share
buf+inv: 23 / 32 / 0.0805
fa+ha+maj: 11 / 11 / 0.0923
xor+xnor: 4 / 4 / 0.0235
mux: 7 / 7 / 0.0512
flops: 26 / 26 / 0.349
compound gates: 27 / 27 / 0.118
simple gates: 68 / 68 / 0.283
other cells: 1 / 7 / 0.00251
-- critical path, delay by kind of cell --
kind	cells	cell delay, ns
buffers and inverters	2	0.89
AND/OR/NAND/NOR	2	0.34
AND-OR/OR-AND	1	0.20
-- flip-flops by register name (all words and copies together), names as in the netlist --
| name | flops |
|---|---|
| divcnt | 17 |
| seg | 7 |
| an | 2 |
Power and IR drop assume default switching activity.
