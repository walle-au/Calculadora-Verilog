File: flow/config.mk
export PLATFORM = sky130hd
export DESIGN_NAME = sub3_c2
export DESIGN_NICKNAME = sub3_c2
export VERILOG_FILES = /design/flow/design.v
export SDC_FILE = /design/flow/constraint.sdc
export NUM_CORES = 4
export LEC_CHECK = 1
export CORE_AREA = 10 10 70 70
export DIE_AREA = 0 0 80 80
File: flow/run.sh
#!/bin/bash
# OpenROAD 26Q1-2900-gdf79404cd8, Yosys 0.63+post, stock flow scripts
make -C /OpenROAD-flow-scripts/flow DESIGN_CONFIG=/design/flow/config.mk WORK_HOME=/design/flow/orfs finish
File: flow/design.v
`timescale 1ns/1ps
module adder3(
  input  wire [2:0] A,
  input  wire [2:0] B,
  output wire [3:0] SUM4
);
  wire s0, c0, s1, c1, s2, c2;
  full_adder fa0(.a(A[0]), .b(B[0]), .cin(1'b0), .sum(s0), .cout(c0));
  full_adder fa1(.a(A[1]), .b(B[1]), .cin(c0  ), .sum(s1), .cout(c1));
  full_adder fa2(.a(A[2]), .b(B[2]), .cin(c1  ), .sum(s2), .cout(c2));
  assign SUM4 = {c2, s2, s1, s0};   
endmodule
`timescale 1ns/1ps
module full_adder(
  input  wire a,
  input  wire b,
  input  wire cin,
  output wire sum,
  output wire cout
);
  assign {cout, sum} = a + b + cin;
endmodule
`timescale 1ns/1ps
module sub3_c2(
  input  wire [2:0] A,
  input  wire [2:0] B,
  input  wire       sel,      
  output wire [3:0] DIFF4
);
  wire [2:0] A_in, B_in;
  assign A_in = (sel) ? B : A;
  assign B_in = (sel) ? A : B;
  wire [2:0] Bc2 = (~B_in) + 3'b001;
  wire [3:0] S;
  adder3 u_add(.A(A_in), .B(Bc2), .SUM4(S));
  wire sign = ~S[3];
  assign DIFF4 = {sign, S[2:0]};
endmodule
File: flow/constraint.sdc
current_design sub3_c2

set clk_period 3.6
set clk_io_pct 0.2

create_clock -name clk0 -period $clk_period

set non_clock_inputs [all_inputs -no_clocks]
set_input_delay [expr $clk_period * $clk_io_pct] -clock clk0 $non_clock_inputs
set_output_delay [expr $clk_period * $clk_io_pct] -clock clk0 [all_outputs]
==> run summary <==
Max Freq: 0.2979 GHz
VDD IR-drop max: 0.01824 mV
Final critical-path required period: 3.357 ns
Core area: 3416 sq um
Global-route wire length before repair: 627 microns
Fin area: 321.6 sq um
Routed Antenna Nets: 0
Crit path max-delay family: adder cells
Drc violations: 0
Number of fill cells: 402
Post-Synthesis Cells: 16
# Cells Yosys: 16
Iter 0 DRT Violations: 1
Crit path capture type: output pin
Worst relative slew slack: 0.8944
Wirelength per Cell: 6.857 microns
Crit path DRT: 2.88 ns
Hold crit path type: in -> out
Vert. Die Dim: 80 microns
DIE AREA: 6400 sq um
Site Rows: 21
Crit path cell chain: clkbuf_2 -> mux2i_1 -> ha_1 -> fa_2 -> fa_2 -> inv_1 -> clkdlybuf4s50_1
WL final: 480 microns
GR Util All Layers: 0.01318
Largest net degree at the start of global routing: 5
Gpl congestion: 0.6316
Vias: 128
Initial antenna violation count: 0
Mapped Area: 171.4 sq um
FFs & Latches: 0
Yosys chip area: 171.4 sq um
Most frequent logic cell in the layout: clkdlybuf4s50_1
Cell at the slowest stage of the critical path: clkdlybuf4s50_1
Post-DP Area: 312.8 sq um
Drt via density: 1.829
Share of cells above drive strength 1: 0.2917
WHS: 2.142 ns
Worst path max stage delay: 0.46 ns
Yosys warnings: 0
Fp util: 0.05018
Max cap viols: 0
Seq share, synth: 0
Hold path depth: 3
Most instantiated logic cells after routing: clkdlybuf4s50_1 (5), dlymetal6s2s_1 (4), mux2i_1 (3)
Post-CTS Setup Bufs: 0
Clock buffers: 0
Cycle use final: 0.9326
CP Depth: 7
Maximum fanout along the worst path: 4
Port bufs: 11
Ports: 11
Power Total: 0.04496 mW
RSZ-0062 raised after global routing: no
Drt pass-1 iters: 2
PD cells: 139.8 nW/um^2
Die W: 80 microns
Most used cell, CP: fa_2
Pins Over Slew Limit: 0
Worst Max-Slew Pin Slew: 0.1539 ns
Register area: 0 sq um
Tool warnings: 32
WP buf/inv: 3
Synth Area per Inst: 10.71 sq um
Result of the run: finished clean
Final Hold Viols: 0
Layout area overhead: 87.59%
Distinct lib cells: 8
Worst Setup Path Type: in -> out
Setup crit start kind: input port
P_leak: 0.1556 nW
Remaining Overflow, GRT: 0
Ant diodes: 0
# setup viols final: 0
Crit path DAT: 2.64 ns
Vias in the first global route: 129
## per-layer routing
metal | global-route usage | vias up | part of all wire | wire length [microns]
met5 | 0 | - | 0 | 0
met4 | 0 | 0 | 0 | 0
met3 | 0.003409 | 0 | 0.067 | 32
met2 | 0.02568 | 5 | 0.54 | 258
met1 | 0.01456 | 57 | 0.39 | 189
li1 | - | 66 | - | -
## kinds of logic after synthesis
group	Yosys count	share of synthesized area
xor+xnor	1	0.05110
fa+ha+maj	4	0.3795
buf+inv	6	0.2628
mux	5	0.3066
## synthesized netlist by cell type
| master | n | share of area |
|---|---|---|
| mux2i_1 | 3 | 0.18 |
| buf_4 | 4 | 0.18 |
| fa_1 | 2 | 0.23 |
| mux2_2 | 2 | 0.13 |
| inv_1 | 1 | 0.022 |
| xor2_1 | 1 | 0.051 |
| buf_6 | 1 | 0.066 |
| ha_1 | 2 | 0.15 |
## worst min-delay path, stage by stage
cell and delay [ns]:
dlymetal6s2s_1 0.10, ha_1 0.13, clkdlybuf4s50_1 0.47
## metrics by stage
step | setup slack (ns) | setup TNS [ns] | cells | util
after floorplan | 0.6656 | 0 | 16 | -
after global placement | -0.2863 | -0.5161 | 70 | 0.09158
after detailed placement | -0.2884 | -0.5232 | 70 | 0.09158
after CTS | 0.02684 | 0 | 70 | 0.09231
after global routing | 0.1319 | 0 | 70 | 0.09414
final | 0.2426 | 0 | 70 | 0.09414
## timing repair
item | CTS | global route
setup endpoints to repair | 2 | 1
pin swaps | 1 | 3
hold buffers | 0 | 0
resized | 4 | 6
## power breakdown
group / total, mW / leakage (nW) / internal [mW] / switching (mW)
clock: 0 / 0 / 0 / 0
sequential: 0 / 0 / 0 / 0
combinational: 0.0450 / 0.156 / 0.0307 / 0.0142
total: 0.0450 / 0.156 / 0.0307 / 0.0142
## area by class of cell
| cell class | instances | area, sq um | share of cell area |
|---|---|---|---|
| inverters | 1 | 3.754 | 0.01167 |
| multi-input cells | 10 | 131.4 | 0.4086 |
| well taps | 46 | 57.56 | 0.1790 |
| repair buffers | 13 | 128.9 | 0.4008 |
## final timing paths
| path | startpoint | end | slack, ns |
|---|---|---|---|
| worst max-delay path | sel | DIFF4[3] | 0.24 |
| worst min-delay path | B[0] | DIFF4[0] | 2.14 |
Power figures rest on the tool's default switching activity, not on a simulated workload.
