[flow/run.sh]
#!/bin/bash
# OpenROAD 26Q1-2900-gdf79404cd8, Yosys 0.63+post, stock flow scripts
make -C /OpenROAD-flow-scripts/flow DESIGN_CONFIG=/design/flow/config.mk WORK_HOME=/design/flow/orfs finish
[flow/config.mk]
export PLATFORM = sky130hd
export DESIGN_NAME = alu3
export DESIGN_NICKNAME = alu3
export VERILOG_FILES = /design/flow/design.v
export SDC_FILE = /design/flow/constraint.sdc
export NUM_CORES = 4
export LEC_CHECK = 1
export CORE_AREA = 10 10 71 71
export DIE_AREA = 0 0 81 81
[flow/constraint.sdc]
current_design alu3

set clk_period 2.6
set clk_io_pct 0.2

create_clock -name clk0 -period $clk_period

set non_clock_inputs [all_inputs -no_clocks]
set_input_delay [expr $clk_period * $clk_io_pct] -clock clk0 $non_clock_inputs
set_output_delay [expr $clk_period * $clk_io_pct] -clock clk0 [all_outputs]
[flow/design.v]
`timescale 1ns/1ps
module alu3(
  input  wire [2:0] A,
  input  wire [2:0] B,
  input  wire [1:0] op,         
  input  wire       sub_dir,    
  output wire [3:0] add4,       
  output wire [3:0] sub4,       
  output wire [5:0] mul6,       
  output wire [5:0] Y6,         
  output wire       sign_sub    
);
  wire [3:0] sum_w = {1'b0, A} + {1'b0, B};
  assign add4 = sum_w;
  wire signed [3:0] sdiff =
      sub_dir ? ( $signed({1'b0,B}) - $signed({1'b0,A}) )
              : ( $signed({1'b0,A}) - $signed({1'b0,B}) );
  assign sign_sub = (sdiff < 0);                
  wire [3:0] mag4 = sign_sub ? -sdiff : sdiff; 
  assign sub4 = {sign_sub, mag4[2:0]};
  assign mul6 = A * B;
  assign Y6 = (op == 2'b00) ? {2'b00, add4} :
              (op == 2'b01) ? {3'b000, mag4[2:0]} :
              (op == 2'b10) ? mul6 :
                              6'd0;
endmodule
==> impl_metrics.yaml <==
# synthesis and place-and-route metrics
setup_path:
  crit_top_cell: "ha_4"
  cp_data_arrival_time_ps: 2370
  path_cells: "buf_8 > buf_12 > ha_4 > xnor2_4 > ha_4 > a31o_4 > buf_6 > fa_2 > nand2b_4 > o211a_1 > buf_2"
  critPathCaptureType: "primary output"
  slowest_delay_ps: 530
  cp.required_ps: 2080
  slowest_stage: "fa_2"
  crit_fanout: 2
  start_kind: "input port"
  critPathKind: "in -> out"
yosys:
  ys_seq_share_pct: 0
  ys_chip_area_um2: 707
  synthTopCellsByCount: "ha_1, inv_1, nand2_1, nor2_1, fa_1"
  ys_sh_xor_pct: 6.19
  synth-cells-yosys: 87
  top_logic_kind: "adder cells"
  yosys.area.top_type: "ha_1"
  top_area_share_pct: 30.1
  ys_sh_simple_pct: 16.1
  compound_area_share_pct: 19.6
  syn_area_um2: 707
  synth.avg_cell_area_um2: 8.13
  topCellsByArea: "ha_1, fa_1, inv_1, nand2_1, nor2_1"
  adder_share_pct: 41.4
  ys_sh_mux_pct: 4.42
  synth_cell_types: 33
  syn_inst: 87
  yosys_warnings: 0
  synth.most_common_cell: "ha_1"
final_timing:
  worst_slack_ps: -288
  fin_crit_sh_pct: 111
  hold_viol: 0
  max_freq_ghz: 0.346
  fin_crit_ps: 2890
  setup_violations: 12
  rsz0062_at_grt: "true"
  setup_tns_ps: -2240
  drv_slew: 0
  relSlewSlack_pct: 81.1
  worstMarginPinSlew_ps: 275
final_layout:
  clockBufferCount: 0
  flop-count: 0
  nFillCells: 310
  area_growth_pct: 135
  regArea_um2: 0
  design_area_um2: 1660
  layout-drive-gt1-share_pct: 61.9
drt:
  dr.pass1.iters: 4
  drc: 0
  wl_per_cell_um: 13.7
  diodes: 0
  drtIter0Drc: 55
  routed_wl_um: 2850
  vias: 881
  postRouteAntennaNets: 0
  via_per_inst: 4.24
die:
  fp.dieW_um: 81
  chip_area_um2: 6560
  initial_utilization_pct: 19.5
  pin_count: 30
  core_area_um2: 3630
  die_y_um: 81
  row_count: 22
pwr:
  peakVddDrop_mv: 0.159
  p_leak_uw: 0.000820
  power_density_nw_per_um2: 239
flow_run:
  openroad.warnings: 41
  maxCapViolations: 0
status:
  violations: "negative setup slack"
  status: "finished, violations left"
grt:
  grt_first_pass_wirelength_um: 4250
  antenna_found_initial: 0
  grt_max_degree: 9
  grtUsageTotal_pct: 7.75
  first_global_vias: 946
  overflow: 0
min_path:
  hold_path.class: "in -> out"
  hold_start: "B[0]"
  hold-path-endpoint: "sub4[2]"
  min_path_cells: 6
placement:
  portBuffers: 30
  place_area_um2: 1260
  place_congestion: 0.866
  place_ws_ps: -1090
  hpwl_um: 1890
clock_tree:
  cts_hold_buf: 0
worst max-delay path by stage:
stage | start | endpoint | slack (ps) | cells past startpoint
4_1_cts | B[0] | Y6[1] | -330 | 12
5_1_grt | B[1] | Y6[3] | -350 | 11
6_report | B[1] | Y6[3] | -290 | 11
logic make-up (layout without fill, tap and decap cells):
group / after synthesis / after routing
fa+ha+maj: 21 / 21
mux: 3 / 3
simple gates: 23 / 23
buf+inv: 19 / 92
xor+xnor: 5 / 5
compound gates: 16 / 16
placed cells by master, fill, tap and decap left out, drive strengths merged:
cell / n
xor2: 3
o221ai: 1
and3: 1
dlygate4sd2: 2
buf: 61
nand2: 7
dlymetal6s2s: 2
mux2i: 2
o2111ai: 1
a21oi: 3
a211oi: 1
nor3: 1
mux2: 1
nand4b: 1
o21ai: 3
o21a: 1
a21o: 2
nand3: 1
ha: 17
a31o: 1
o211a: 1
o41ai: 1
nand2b: 2
o21bai: 1
and4b: 1
xnor2: 2
clkdlybuf4s50: 10
nand3b: 1
fa: 4
inv: 15
nor2: 7
clkdlybuf4s15: 2
nor2b: 1
critical path, delay by kind of cell:
family	cells	cell delay (ps)
buffers and inverters	4	410
and+or+nand+nor	1	110
xor gates and xnor gates	1	130
AOI/OAI and AO/OA	2	340
adders and majority gates	3	860
metal layers:
metal  up-vias  part of all wire, %  track usage (%)  routed length [µm]
met5         -                    0                0                   0
met3         4                  7.3             1.78                 208
li1        436                    -                -                   -
met1       414                   45             10.3                1290
met2        27                   47             13.1                1320
met4         0                 0.84            0.346                  24
area by class of cell:
type                            instances  area (µm²)  share of cell area (%)
Multi-Input combinational cell         68         858                    51.6
Tap cell                               48        60.1                    3.61
Timing Repair Buffer                   77         677                    40.7
Inverter                               15        68.8                    4.14
report_power, final:
part	internal (µW)	total [µW]	switching [µW]
registers	0	0	0
logic	243	397	154
clock network	0	0	0
total	243	397	154
what timing repair did:
| action | in CTS | in global routing |
|---|---|---|
| cloned | 0 | 0 |
| setup endpoints to repair | 20 | 14 |
| pin swaps | 18 | 10 |
| setup buffers | 10 | 8 |
| resized | 109 | 20 |
through the flow:
stage | cells | total power (µW) | util, % | hold slack [ps]
global route | 208 | 433 | 45.8 | 1710
CTS | 200 | 347 | 42.0 | 1730
finish | 208 | 397 | 45.8 | 1670
detailed placement | 191 | 289 | 34.7 | 2050
global placement | 191 | 288 | 34.7 | 2060
floorplan | 87 | 110 | - | 1090
Power and IR drop assume default switching activity.
